**./config.mk**
```make
export PLATFORM = sky130hd
export DESIGN_NAME = register_16
export DESIGN_NICKNAME = register_16
export VERILOG_FILES = /design/flow/design.v
export SDC_FILE = /design/flow/constraint.sdc
export NUM_CORES = 4
export LEC_CHECK = 1
export CORE_AREA = 10 10 84 84
export DIE_AREA = 0 0 94 94
```
**./constraint.sdc**
```tcl
current_design register_16

set clk_period 1.1
set clk_io_pct 0.2

create_clock -name clk0 -period $clk_period [get_ports {clk}]

set non_clock_inputs [all_inputs -no_clocks]
set_input_delay [expr $clk_period * $clk_io_pct] -clock clk0 $non_clock_inputs
set_output_delay [expr $clk_period * $clk_io_pct] -clock clk0 [all_outputs]
```
**./design.v**
```verilog
`timescale 1ns/1ns
module sign_extend(in,ext);
input[8:0] in;
output reg[15:0] ext;
always @(in)
begin
if (in[8] == 1'b0) begin
        ext <= {7'b0000000, in};  
    end 
else begin
        ext <= {7'b1111111, in};  
end
end
endmodule
module tick_FSM(rst, clk, enable, tick);
input  clk,enable,rst;
output  [3:0] tick;
parameter S0 = 4'b0001;
parameter S1 = 4'b0010;
parameter S2 = 4'b0100;
parameter S3 = 4'b1000;
reg [3:0] current_state, next_state;
assign tick=current_state;
always @(negedge clk ) begin
    if ( rst) begin
        current_state <= S0;
    end 
    else if (enable) begin
        case (current_state)
            S0: next_state <= S1;
            S1: next_state <= S2;
            S2: next_state <= S3;
            S3: next_state <= S0;
            default: next_state <= S0;
        endcase
    end
end
always @(posedge clk) begin
    if (enable) begin
        current_state <= next_state;
    end
end
endmodule
module alu(input_a, input_b,alu_op,result);
input [15:0] input_a, input_b;
input [2:0]alu_op;
output reg [15:0]result;
wire [15:0] result_add,result_sub,result_lshift,result_rshift,result_mul;
assign #1 result_add =input_a+input_b;
assign #1 result_sub =input_a -input_b;
assign #1 result_mul =input_a * input_b;
assign #1 result_lshift =input_b << 1;
assign #1 result_rshift =input_b >> 1;
  always @(*)
  begin
    case (alu_op)
         3'b000     : result =result_add;
         3'b001     : result=result_sub;
         3'b010     : result =result_mul;
         3'b011     : result=result_rshift;
         3'b100     : result=result_lshift;
         default : result=result_add;
    endcase
  end
endmodule 
module multiplexer(SignExtDin, R0, R1, R2, R3, R4, R5, R6, R7, G, sel, Bus);
input [15:0] SignExtDin, R0, R1, R2, R3, R4, R5, R6, R7, G;
input [3:0]sel;
output reg[15:0] Bus;
always @(*) begin
    case (sel)
        4'b0000: Bus = R0;
        4'b0001: Bus = R1;
        4'b0010: Bus = R2;
        4'b0011: Bus = R3;
        4'b0100: Bus = R4;
        4'b0101: Bus = R5;
        4'b0110: Bus = R6;
        4'b0111: Bus = R7;
        4'b1000: Bus = SignExtDin;
        4'b1001: Bus = G;
        default: Bus = 16'd0;  
    endcase
end
endmodule
module register_9(r_in, enable, clk, Q, rst);
	parameter N = 9;
    input [N-1:0] r_in;
    input enable,clk,rst;
    output [N-1:0]Q;
    reg[N-1:0] register_9;
    assign #1 Q = register_9;
    always @(posedge clk)  begin
        if(rst)
        begin
           #1
           register_9 <= 9'd0;    
        end
        else 
        begin
           if(enable) 
             begin
             #1
             register_9 <= r_in;  
             end
        end
    end
endmodule
module register_16(r_in, enable, clk, Q, rst);
	parameter N = 16;
    input [N-1:0] r_in;
    input enable,clk,rst;
    output [N-1:0]Q;
    reg[N-1:0] register_16;   
    assign #1 Q = register_16;  
    always @(posedge clk)  begin
        if(rst)
        begin
           #1
           register_16 <= 16'd0;   
        end
        else 
        begin
           if(enable) 
             begin
             #1
             register_16 <= r_in;   
             end
        end
    end
endmodule
```
**./run.sh**
```bash
#!/bin/bash
# OpenROAD 26Q1-2900-gdf79404cd8, Yosys 0.63+post, stock flow scripts
make -C /OpenROAD-flow-scripts/flow DESIGN_CONFIG=/design/flow/config.mk WORK_HOME=/design/flow/orfs finish
```
==> out/metrics.yaml <==
status: "complete, no violations"
routed-wl-met2_um: 506
ys_chip_area_um2: 581
clk_path_buf_depth: 2
rows: 26
htreeDepth: 1
reg2reg_depth: 2
fp.coreArea_um2: 5200
final_util: 0.204
maxCapViolations: 0
hold_start: "register_16[11]$_SDFFE_PP0P_"
final.period_utilization: 0.943
p_int_uw: 1070
largestRegisters: "register_16 (16)"
wire_per_inst_um: 10.1
syn2layout_area_growth_pct: 83.2
grt_pass1_wl_um: 2370
dr.pass1.iters: 2
drive_above_1_share: 0.250
fin_crit_ns: 1.04
drt-initial-drc-count: 9
p_clk_frac: 0.379
die_w_um: 94
power.total_uw: 1340
ys_seq_frac: 0.552
whs_ns: 0.475
regToRegSetupSlack_ns: 0.49
die_h_um: 94
largest_reg_flops: 16
required_ns: 1.23
switching_power_uw: 264
powerDensity_nw_per_um2: 1260
vias: 457
min_to: "register_16[11]$_SDFFE_PP0P_"
p_leak_uw: 0.000495
holdPathStages: 2
pwr-share-comb: 0.145
fp_util: 0.112
ioPinCount: 35
worstReg2RegStart: "register_16[8]$_SDFFE_PP0P_"
top_layer: "met4"
vdd_drop_max_mv: 0.545
rsz0062_at_grt: "false"
insertion_delay_ns: 0.25
finClkSkew_ns: 0
cts_sinks: 16
portBuffers: 34
cts_root_buffer: "clkbuf_8"
path_class: "input pin to flop"
insertedDiodeCount: 0
fmax_ghz: 0.964
end_kind: "flop"
die-area_um2: 8840
ant_nets: 0
worst_ep_arrival_time_ns: 1.17
setup_violations: 0
cts_tree: "built"
path_clk_slew_ns: 0.06
grt_pass1_vias: 458
drc: 0
gp_congestion: 0.683
synth_area_per_cell_um2: 11.2
m1WireLength_um: 717
top_cell_area_share: 0.552
ys_cells: 52
postLayoutCellArea_um2: 1060
critPathMaxFanout: 16
worstMarginPinSlew_ns: 0.143
ys_ff: 16
synth.distinct_cells: 7
grt_overflow: 0
holdCritPathClass: "flop to flop"
netSwitchingFraction: 0.198
dp_hpwl_um: 1220
place_area_um2: 1010
wl_met3_um: 362
tool_warnings: 25
seq_power_share: 0.476
yosys_warnings: 1
grt_max_degree: 17
track_usage: 0.0343
drt_wl_total_um: 1600
synth_top_cell_by_area: "dfxtp_1"
relSlewSlack: 0.902
synth.cell_area_um2: 581
r2r-end: "register_16[8]$_SDFFE_PP0P_"
synth_cells: 52
synthTopCellsByArea: "dfxtp_1 (55%), mux2i_1 (28%), nor2_1 (10%), buf_12 (3.4%), buf_6 (1.9%)"
vias_per_cell: 2.89
crit_path_start_kind: "input pin"
regMostFlops: "register_16"
slew_violations: 0
cts_made_buffers: 3
grt_antenna_before_repair: 0
hold_viol_final: 0
## synthesized netlist by cell type (all sizes together)
| library cell | count |
|---|---|
| dfxtp | 16 |
| mux2i | 16 |
| nor2 | 16 |
| buf | 4 |
## per-stage QoR
| step | cells | worst slack (ns) | setup TNS, ns |
|---|---|---|---|
| after floorplan | 52 | 0.298 | 0 |
| after global placement | 154 | -0.180 | -2.70 |
| after detailed placement | 154 | -0.186 | -2.79 |
| after CTS | 158 | 0.0575 | 0 |
| after global routing | 158 | 0.0203 | 0 |
| final | 158 | 0.0627 | 0 |
## layout make-up
type / count / area, µm²
clock buffers: 4 / 55.1
fillers: 596 / 4140
multi-input cells: 32 / 220
flip-flops and latches: 16 / 340
well taps: 70 / 87.6
repair buffers: 36 / 360
## routing by layer
metal,vias to the layer above,global-route usage
met3,2,0.0372
met2,30,0.0421
met5,-,0
li1,246,-
met4,0,0.00380
met1,179,0.0404
## power groups by stage
stage / clock network (µW) / logic, µW / registers (µW)
4_1_cts: 536 / 199 / 636
5_1_grt: 559 / 213 / 639
6_report: 507 / 193 / 636
## how the worst max path moves through the flow
| stage | start | to | slack (ns) |
|---|---|---|---|
| after CTS | register_16[2]$_SDFFE_PP0P_ | Q[2] | 0.06 |
| after global routing | enable | register_16[14]$_SDFFE_PP0P_ | 0.02 |
| final | enable | register_16[8]$_SDFFE_PP0P_ | 0.06 |
## layout by cell type (no fill, tap or decap), drive strengths merged
cell type / Yosys / final
clkbuf: 0 / 4
buf: 4 / 2
nor2: 16 / 16
dfxtp: 16 / 16
mux2i: 16 / 16
clkdlybuf4s50: 0 / 18
dlygate4sd2: 0 / 16
## cells by family (layout without fill, tap and decap cells)
| family | after synthesis | after routing | share of synthesized area |
|---|---|---|---|
| AND/OR/NAND/NOR | 16 | 16 | 0.103 |
| flip-flops | 16 | 16 | 0.552 |
| buffers and inverters | 4 | 40 | 0.0690 |
| multiplexers | 16 | 16 | 0.276 |
## worst max-delay path, stage by stage
cell	delay, ns
clkdlybuf4s50_1	0.50
buf_12	0.18
mux2i_1	0.21
nor2_1	0.05
## what timing repair did
item                       in CTS  in global routing
setup endpoints to repair      16                  0
hold buffers                    0                  0
gates resized                  32                  0
setup buffers                   0                  0
No activity file was given, so power comes from the tool's default toggle rates.
